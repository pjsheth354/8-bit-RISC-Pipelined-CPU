--- flow/run.sh ---
#!/bin/bash
# OpenROAD 26Q1-2900-gdf79404cd8, Yosys 0.63+post, stock flow scripts
make -C /OpenROAD-flow-scripts/flow DESIGN_CONFIG=/design/flow/config.mk WORK_HOME=/design/flow/orfs finish
--- flow/config.mk ---
export PLATFORM = sky130hd
export DESIGN_NAME = controller
export DESIGN_NICKNAME = controller
export VERILOG_FILES = /design/flow/design.v
export SDC_FILE = /design/flow/constraint.sdc
export NUM_CORES = 4
export LEC_CHECK = 1
export CORE_AREA = 10 10 70 70
export DIE_AREA = 0 0 80 80
--- flow/constraint.sdc ---
current_design controller

set clk_period 2.1
set clk_io_pct 0.2

create_clock -name clk0 -period $clk_period

set non_clock_inputs [all_inputs -no_clocks]
set_input_delay [expr $clk_period * $clk_io_pct] -clock clk0 $non_clock_inputs
set_output_delay [expr $clk_period * $clk_io_pct] -clock clk0 [all_outputs]
--- flow/design.v ---
module controller(
        input wire reset_input,
        input wire clk,
        input wire [23:0] FEDEinput,
		  input wire [23:0] FEDE_stg_input, 
		  input wire Z_input,N_input,
		  output reg Z_output,N_output,
		  output reg we_rf,
		  output reg FE_mux_sel,
		  output reg RF_in_sel, 
		  input wire [7:4] EXE_opcode_in,
		  input wire [7:0] EXE_reg_in1,
	     input wire [7:0] EXE_reg_in2,
		  output reg [3:0] EXE_opcode_out,
		  input wire [7:0] address_input,
	     input wire [7:0] alu_input,
		  input wire [7:4] DM_opcode_in,
		  output reg we_dm,
		  output reg [3:0] DM_opcode_out,
		  output reg reset_output,
		  input wire [7:4] WB_opcode_in,
		  input wire [7:0] datamemory_input,
	     input wire [7:0] datamemory_input1,
		  output reg WB_mux_sel);
always @(reset_input,Z_input,N_input)begin
      reset_output <= reset_input;
		if (reset_input == 1'b1) begin
		   Z_output <= 1'b1;
         N_output <= 1'b0;	
		end
      Z_output <= Z_input;
      N_output <= N_input;
end
always @(FEDEinput)
begin
    if (FEDEinput [15:12] == 4'b0000) begin  
		we_rf <= 1'b0;
	 end
	 else if (FEDEinput [15:12] == 4'b0001 | FEDEinput [15:12] == 4'b0010 | FEDEinput [15:12] == 4'b0011 | FEDEinput [15:12] == 4'b0100 | FEDEinput [15:12] == 4'b0101 | FEDEinput [15:12] == 4'b0110 | FEDEinput [15:12] == 4'b0111 | FEDEinput [15:12] == 4'b1000 | FEDEinput [15:12] == 4'b1001 | FEDEinput [15:12] == 4'b1010 | FEDEinput [15:12] == 4'b1011 | FEDEinput [15:12] == 4'b1100 | FEDEinput [15:12] == 4'b1101 | FEDEinput [15:12] == 4'b1110 | FEDEinput [15:12] == 4'b1111) begin
		if (FEDEinput [15:12] == 4'b1001 | FEDEinput [15:12] == 4'b1010 | FEDEinput [15:12] == 4'b1011 | FEDEinput [15:12] == 4'b1100) begin  
			we_rf <= 1'b0 ;
		end
      else if (FEDEinput [15:12] == 4'b0001 | FEDEinput [15:12] == 4'b0010 | FEDEinput [15:12] == 4'b0011 | FEDEinput [15:12] == 4'b0100 | FEDEinput [15:12] == 4'b0101 | FEDEinput [15:12] == 4'b0110 | FEDEinput [15:12] == 4'b0111 | FEDEinput [15:12] == 4'b1000 | FEDEinput [15:12] == 4'b1101 | FEDEinput [15:12] == 4'b1110 | FEDEinput [15:12] == 4'b1111) begin			
	      we_rf <= 1'b1;
			if (FEDEinput [15:12] == 4'b0111)
			   RF_in_sel <= 1'b0;
			else 
			   RF_in_sel <= 1'b1;
		end
	 end	
end
always @(EXE_opcode_in, EXE_reg_in1, EXE_reg_in2)
begin
      EXE_opcode_out <= EXE_opcode_in; 	
end 
always @(DM_opcode_in, address_input, alu_input)
begin
   DM_opcode_out <= DM_opcode_in;
   if (DM_opcode_in == 4'b1110)
       we_dm <= 1'b1; 
	else 
	    we_dm <= 1'b0; 
end
always @(datamemory_input, datamemory_input1)
begin
   if (WB_opcode_in == 4'b0000 | WB_opcode_in == 4'b0001 | WB_opcode_in == 4'b0010 | WB_opcode_in == 4'b0011 | WB_opcode_in == 4'b0100 | WB_opcode_in == 4'b0101 | WB_opcode_in == 4'b0110 | WB_opcode_in == 4'b0111 | WB_opcode_in == 4'b1000 | WB_opcode_in == 4'b1001 | WB_opcode_in == 4'b1010 | WB_opcode_in == 4'b1011 | WB_opcode_in == 4'b1100 | WB_opcode_in  == 4'b1111 | WB_opcode_in == 4'b1110)
       WB_mux_sel <= 1'b1; 
	else 
	    WB_mux_sel <= 1'b0; 
end
endmodule 	      
==> flow_summary.html <==
<h2>Synthesis and place &amp; route</h2>
<table>
<tr><th>Metric</th><th>Value</th></tr>
<tr><th colspan="2">Clock tree</th></tr>
<tr><td>Hold buffer count at cts</td><td>0</td></tr>
<tr><th colspan="2">Setup path</th></tr>
<tr><td>Worst setup path class</td><td>in2out</td></tr>
<tr><td>CP arrival</td><td>1540 ps</td></tr>
<tr><td>Required time of the critical path</td><td>1680 ps</td></tr>
<tr><td>Element type at the critical path start</td><td>input port</td></tr>
<tr><td>Worst-path maximum fanout</td><td>2</td></tr>
<tr><td>Crit end category</td><td>output port</td></tr>
<tr><th colspan="2">Timing</th></tr>
<tr><td>Final period demand of the worst path</td><td>1960 ps</td></tr>
<tr><td>Count of endpoints without a timing constraint</td><td>3</td></tr>
<tr><td>Smallest setup slack after layout</td><td>137 ps</td></tr>
<tr><td>Max Slew Vio Count</td><td>0</td></tr>
<tr><td>Hold WS</td><td>840 ps</td></tr>
<tr><td>RSZ-0062 raised after global routing</td><td>false</td></tr>
<tr><td>Register pins left without a clock</td><td>2</td></tr>
<tr><td>Count of endpoints failing hold in the final timing report</td><td>0</td></tr>
<tr><td>Number of setup violations in the final report</td><td>0</td></tr>
<tr><td>Highest achievable clock rate</td><td>0.509 GHz</td></tr>
<tr><td>Fraction of the cycle the final worst path needs</td><td>93.5%</td></tr>
<tr><th colspan="2">Logic synthesis</th></tr>
<tr><td>Dominant comb cell</td><td>buffers and inverters</td></tr>
<tr><td>AND/OR/NAND/NOR Cells, Area Fraction</td><td>20.3%</td></tr>
<tr><td>Synth mux share</td><td>12.7%</td></tr>
<tr><td>Most used DFF post-synth</td><td>sky130_fd_sc_hd__dlxtn_1</td></tr>
<tr><td>Yosys warning total</td><td>2</td></tr>
<tr><td>Yosys-reported design area after synthesis</td><td>198 um^2</td></tr>
<tr><td>Synthesized area per cell</td><td>8.60 um^2</td></tr>
<tr><td>Summed instance area of the synthesized netlist</td><td>198 um^2</td></tr>
<tr><td>Area fraction in compound gates</td><td>0%</td></tr>
<tr><td>Async SR Flop Fraction</td><td>0%</td></tr>
<tr><td>Leading cell types by total area after synthesis</td><td>sky130_fd_sc_hd__buf_4 (46%), sky130_fd_sc_hd__dlxtn_1 (15%), sky130_fd_sc_hd__nand4b_1 (8.9%)</td></tr>
<tr><td>Post-synthesis xor/xnor area fraction</td><td>4.43%</td></tr>
<tr><td>Fraction of post-synthesis cell area in the top cell type by area</td><td>45.6%</td></tr>
<tr><td>Number of enable flip-flop cells</td><td>0</td></tr>
<tr><td>Total cells reported by yosys after synthesis</td><td>23</td></tr>
<tr><td>Cell types with the highest counts after synthesis</td><td>sky130_fd_sc_hd__buf_4 (12), sky130_fd_sc_hd__dlxtn_1 (2), sky130_fd_sc_hd__nand4b_1 (2)</td></tr>
<tr><td>Largest area contributor in the synthesized netlist</td><td>sky130_fd_sc_hd__buf_4</td></tr>
<tr><td>Synthesized flop and latch total</td><td>2</td></tr>
<tr><td>Most frequently used cell type in the post-synthesis netlist</td><td>sky130_fd_sc_hd__buf_4</td></tr>
<tr><td>Adder share</td><td>0%</td></tr>
<tr><td>Distinct cell type count of the synthesized netlist</td><td>10</td></tr>
<tr><td>Synthesized instance count</td><td>23</td></tr>
<tr><th colspan="2">Floorplanning</th></tr>
<tr><td>Area enclosed by the die boundary</td><td>0.00640 mm^2</td></tr>
<tr><td>Die extent in x</td><td>80 um</td></tr>
<tr><td>Y dimension of the die</td><td>80 um</td></tr>
<tr><td>Initial Utilization</td><td>5.79%</td></tr>
<tr><td>Cell Rows</td><td>21</td></tr>
<tr><td>Core area</td><td>0.00342 mm^2</td></tr>
<tr><td>I/O pin count</td><td>128</td></tr>
<tr><th colspan="2">Finish</th></tr>
<tr><td>Post-route core utilization</td><td>10.7%</td></tr>
<tr><td>Area added between synthesis and finish</td><td>84.2%</td></tr>
<tr><td>Post-route non-filler standard cell count</td><td>78</td></tr>
<tr><td>Fraction of layout cells with a size suffix above 1</td><td>6.25%</td></tr>
<tr><td>Fill cell instance count of the final layout</td><td>409</td></tr>
<tr><th colspan="2">Routing</th></tr>
<tr><td>Wire per inst</td><td>6.91 um</td></tr>
<tr><td>Number of iterations in the first detailed-routing pass</td><td>1</td></tr>
<tr><td>Number of remaining DRC errors</td><td>0</td></tr>
<tr><td>Sum of routed wire length over all layers</td><td>539 um</td></tr>
<tr><td>Antenna diode count</td><td>0</td></tr>
<tr><td>Drt first-iter violations</td><td>0</td></tr>
<tr><td>Total vias in the final route</td><td>162</td></tr>
<tr><td>Residual antenna-violating net count after detailed routing</td><td>0</td></tr>
<tr><td>Average vias per placed instance</td><td>2.08</td></tr>
<tr><th colspan="2">Placement</th></tr>
<tr><td>Cell count after placement</td><td>78</td></tr>
<tr><td>PortBufs</td><td>20</td></tr>
<tr><td>Worst slack after detailed placement</td><td>-429 ps</td></tr>
<tr><td>Routability congestion estimate</td><td>0.760</td></tr>
<tr><th colspan="2">Run</th></tr>
<tr><td>Count of max-cap constraint violations</td><td>0</td></tr>
<tr><td>Log Warnings</td><td>125</td></tr>
<tr><th colspan="2">Power</th></tr>
<tr><td>Leak Pwr</td><td>0.136 nW</td></tr>
<tr><td>Total power per unit cell area</td><td>128 mW/mm^2</td></tr>
<tr><td>Sum of internal, switching and leakage power</td><td>46.7 uW</td></tr>
<tr><td>Max IR drop VDD</td><td>0.0000405 V</td></tr>
<tr><th colspan="2">GRT</th></tr>
<tr><td>Remaining Overflow, GRT</td><td>0</td></tr>
<tr><td>Via count of the first global-routing pass</td><td>153</td></tr>
<tr><td>Number of antenna violations at the first check in global routing</td><td>0</td></tr>
<tr><td>First-pass GRT wire length</td><td>765 um</td></tr>
<tr><td>All-layer global routing usage</td><td>1.39%</td></tr>
<tr><td>Largest net degree at the start of global routing</td><td>4</td></tr>
<tr><th colspan="2">Run status</th></tr>
<tr><td>Status</td><td>complete, no violations</td></tr>
<tr><th colspan="2">Min path</th></tr>
<tr><td>Min-delay worst type</td><td>in2out</td></tr>
</table>
[worst max-delay path, stage by stage]
cell	delay [ps]
sky130_fd_sc_hd__dlygate4sd2_1	250
sky130_fd_sc_hd__nor2_2	160
sky130_fd_sc_hd__mux2_4	310
sky130_fd_sc_hd__dlxtn_1	230
sky130_fd_sc_hd__clkdlybuf4s15_1	180
[state kept, by name, indices dropped and copies added, names as in the netlist]
register	cells
we_rf	1
RF_in_sel	1
[metrics by stage]
step / area, um^2 / TNS [ps]
floorplan: 201 / 0
global placement: 369 / -401
detailed placement: 369 / -429
CTS: 363 / 0
global route: 364 / 0
finish: 364 / 0
[layer usage]
layer / part of all wire [%] / GRT usage, %
met1: 45 / 2.05
met3: 16 / 0.341
met2: 39 / 2.09
met5: 0 / 0
met4: 0 / 0
[final cells by class]
class	instances	area (um^2)	area share, %
repair buffers	20	195	53.6
multi-input cells	10	81.3	22.3
well taps	46	57.6	15.8
flip-flops and latches	2	30.0	8.25
[logic make-up (layout without fill, tap and decap cells)]
kind of cell              count (synthesis)  after routing
xor gates and xnor gates                  1              1
buffers and inverters                    12             20
latches                                   2              2
muxes                                     2              2
other                                     1              2
and+or+nand+nor                           5              5
[report_power, final]
part           switching [mW]  internal, mW  total (mW)  leakage [nW]
combinational         0.00998        0.0328      0.0427         0.119
sequential           0.000314       0.00363     0.00394        0.0167
clock                       0             0           0             0
[path summary, 6_finish.rpt]
check | startpoint | to | depth (start not counted)
hold / removal | EXE_opcode_in[4] | EXE_opcode_out[0] | 0
setup / recovery | FEDEinput[13] | we_rf | 5
[repair_timing]
| item | in CTS | in global routing |
|---|---|---|
| endpoints found under the setup margin | 1 | 1 |
| resized | 5 | 1 |
| buffers inserted | 0 | 0 |
| pin swaps | 2 | 0 |
[layout by cell type (no fill, tap or decap)]
master | synthesis | layout
sky130_fd_sc_hd__clkdlybuf4s50_1 | 0 | 15
sky130_fd_sc_hd__dlygate4sd2_1 | 0 | 4
sky130_fd_sc_hd__dlxtn_1 | 2 | 2
sky130_fd_sc_hd__nand4b_1 | 2 | 2
sky130_fd_sc_hd__conb_1 | 1 | 2
sky130_fd_sc_hd__nand2b_1 | 1 | 1
sky130_fd_sc_hd__xor2_1 | 1 | 1
sky130_fd_sc_hd__nor2_2 | 1 | 1
sky130_fd_sc_hd__mux2i_1 | 1 | 1
sky130_fd_sc_hd__and4b_1 | 1 | 1
sky130_fd_sc_hd__mux2_4 | 1 | 1
sky130_fd_sc_hd__clkdlybuf4s15_1 | 0 | 1
Power figures rest on the tool's default switching activity, not on a simulated workload.
