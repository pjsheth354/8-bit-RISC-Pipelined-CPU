File: flow/run.sh
#!/bin/bash
# OpenROAD 26Q1-2900-gdf79404cd8, Yosys 0.63+post, stock flow scripts
make -C /OpenROAD-flow-scripts/flow DESIGN_CONFIG=/design/flow/config.mk WORK_HOME=/design/flow/orfs finish
File: flow/config.mk
export PLATFORM = sky130hd
export DESIGN_NAME = EXE_stg
export DESIGN_NICKNAME = EXE_stg
export VERILOG_FILES = /design/flow/design.v
export SDC_FILE = /design/flow/constraint.sdc
export NUM_CORES = 4
export LEC_CHECK = 1
export CORE_UTILIZATION = 30
File: flow/constraint.sdc
current_design EXE_stg

set clk_period 1.0
set clk_io_pct 0.2

create_clock -name clk0 -period $clk_period

set non_clock_inputs [all_inputs -no_clocks]
set_input_delay [expr $clk_period * $clk_io_pct] -clock clk0 $non_clock_inputs
set_output_delay [expr $clk_period * $clk_io_pct] -clock clk0 [all_outputs]
File: flow/design.v
module EXE_stg(
	input wire [7:0] mux41_data1,
	input wire [7:0] mux41_dataWB1,
	input wire [7:0] mux41_data2,
	input wire [7:0] mux41_dataWB2,
	input wire [7:0] mux41_dataDM1,
	input wire [7:0] mux41_dataDM2,
	input wire [7:0] address_input,
	input wire [7:0] mux21_input1,
	input wire [7:0] mux21_input2,
	input wire [3:0] pipe_stg_input,
	input wire [3:0] opcode,
	input wire [1:0] FU_sel1, FU_sel2,
	input wire Controller_sel,
	input wire [1:0] register_read_Ra,
  	input wire [1:0] register_read_Rb,
	input wire [7:0] Z_N_flag_status,
	input wire [7:0] shift_address,
	input wire reset,
	output wire [7:0] address_output,
	output wire [7:0] mux21_output,
	output wire [7:0] alu_output,
	output wire [3:0] pipe_stg_output,
	output wire Z_output,N_output,
	output wire [1:0] register_read_Ra_output,
  	output wire [1:0] register_read_Rb_output);
wire [7:0] s1,s4;
wire [7:0] u1, u2;
wire [1:0] c2;
assign pipe_stg_output [3:0] = pipe_stg_input [3:0];
assign address_output = address_input;
assign register_read_Ra_output [1:0] = register_read_Ra [1:0];
assign register_read_Rb_output [1:0] = register_read_Rb [1:0];
Mux_EX_4to1 mux1(
	.out(s1), 
	.inA(mux41_data1), 
	.inB(mux41_dataWB1), 
	.inC(mux41_dataDM1), 
	.inD(u1), 
	.sel(FU_sel1)
);
Mux_EX_4to1 mux2(
	.out(s4), 
	.inA(mux41_data2), 
	.inB(mux41_dataWB2), 
	.inC(mux41_dataDM2), 
	.inD(u2), 
	.sel(FU_sel2)
);
Alu ALU_Des(
	.Ra(s1), 
   .Rb(s4), 
   .ALUmode(opcode), 
   .Z(Z_output), 
   .N(N_output), 
	.shift_address_input(shift_address[7:0]),
   .Out(alu_output),
	.Z_N_flag_status(Z_N_flag_status),
	.reset(reset)
);
Mux_EX_2to1 mux3(
	.out(mux21_output), 
	.inA(mux21_input1), 
	.inB(mux21_input2), 
	.sel(Controller_sel)
);
endmodule
module Mux_EX_4to1 (out, inA, inB, inC, inD, sel);
    output [7:0] out;
    input wire [7:0] inA;
	 input wire [7:0] inB;
	 input wire [7:0] inC;
    input wire [7:0] inD;
    input wire [1:0] sel;
	reg [7:0]out;
	always@(inA,inB,inC,inD,sel)
	begin
        if (sel == 2'b00)
            begin
            out <= inA;
            end
		  else if (sel == 2'b01)
            begin
            out <= inB;
            end
		  else if (sel == 2'b10)
            begin
            out <= inC;
            end
        else 
            begin
            out <= inD;
            end
    end	 
endmodule
module Mux_EX_2to1 (out, inA, inB, sel);
    output [7:0] out;
    input wire [7:0] inA;
    input wire [7:0] inB;
    input wire sel;
	reg [7:0]out;
	always@(inA,inB,sel)
	begin
        if (sel == 1'b0)
            begin
            out <= inA;
            end
        else 
            begin
            out <= inB;
            end
    end	 
endmodule
module Alu(
    input wire [7:0] Ra, 
    input wire [7:0] Rb, 
    input wire [3:0] ALUmode,
	 input wire [7:0] Z_N_flag_status,
	 input wire [7:0] shift_address_input,
	 input wire reset, 
    output wire Z, 
    output wire N, 
    output wire [7:0] Out
);
parameter NOP = 4'b0000;
parameter ADD = 4'b0001;
parameter SUB = 4'b0010;
parameter NAND = 4'b0011;
parameter SHL = 4'b0100;
parameter SHR = 4'b0101;
parameter OUT = 4'b0110;
parameter MOV = 4'b1000;
parameter LOAD = 4'b1101;
parameter STORE = 4'b1110;
parameter LOADIMM = 4'b1111;
reg signed [8:0] ALUresult;
reg zeroFlag;
reg negativeFlag;
reg [3:0] count;
reg [3:0] count_tri;
reg [3:0] count_n;
always @(Ra,Rb,shift_address_input,zeroFlag,ALUmode) begin
    case (ALUmode)
        ADD: ALUresult = Ra + Rb;
        SUB: ALUresult = Ra - Rb;
        NAND: ALUresult = ~ (Ra & Rb);
        SHL: ALUresult = Ra << 1'b1;
        SHR: begin 
					if(shift_address_input == 8'b00010000) begin
						ALUresult = Ra >> 1'b1;
					end
					if(shift_address_input == 8'b00011000) begin
						 if (zeroFlag == 1'b1)
							 begin 
								ALUresult = Ra >> 1'b1;
							 end
						 if (zeroFlag == 1'b0)
							 begin 
								ALUresult = (Ra >> 1'b1) | 8'b10000000;
							 end
					end
				 end 
        OUT: ALUresult = Ra;
        NOP: ALUresult = 9'b0;
        LOAD: ALUresult = Ra;
		  STORE: ALUresult = Ra;
		  LOADIMM: ALUresult = Ra;
		  MOV: ALUresult = Rb;
    endcase
end
always @(reset,Z_N_flag_status,count, zeroFlag,count_tri,count_n,negativeFlag) begin 
	if (reset == 1'b1) begin
   count = 4'b0000;
	zeroFlag = 1'b1;
	negativeFlag = 1'b0;
	count_tri = 4'b0000;
	count_n = 4'b0000;
	end
	else begin
	if(Z_N_flag_status[7:4] == 4'b1010) begin
		if (Z_N_flag_status[2] == 1'b0) begin
			count = count + 4'b0001;
		end
		if(count > 4'b0011) begin
			zeroFlag = 0;
			count_tri = count_tri + 4'b0001;
			if(count_tri > 4'b0111) begin
				count = 4'b0000;
			end
		end
		if (count <= 4'b0011) begin
			zeroFlag = 1;
			count_tri = 4'b0000;
		end
		if (Z_N_flag_status[2] == 1'b1) begin
			count_n = count;
		end
		if (count_n == 4'b0110) begin
			negativeFlag = 1'b1;
			count_n = 4'b0;
		end
		if (count_n != 4'b0000) begin
			negativeFlag = 1'b0;
		end
		if (zeroFlag == 1'b1 & negativeFlag == 1'b1) begin
			negativeFlag = 1'b0;
		end
	end
end
end
assign Z = zeroFlag;
assign N = negativeFlag;
assign Out = ALUresult[7:0];
endmodule
==> GITHUB_STEP_SUMMARY <==
### Yosys + OpenROAD results

| Metric | Value |
|---|---|
| Yosys chip area | `0.002310 mm²` |
| Count leader, synth | `nand2_1` |
| Gate Area | `0.001770 mm²` |
| Ys flop type | `dlxtn_1` |
| Hold path start | `address_input[0]` |
| RSZ-0062 raised after global routing | `yes` |
| Post-Syn Area | `0.002310 mm²` |
| Vias in the first global route | `2185` |
| Finished Core Util | `0.4501` |
| Vias | `2376` |
| Simple Share, Synth | `0.2232` |
| Xor+xnor area frac | `0.06826` |
| CP Launch Type | `input port` |
| Total iterations of the first detailed-routing run | `4` |
| Outcome | `finished with violations` |
| Register pins left without a clock | `22` |
| Failing checks | `negative setup slack` |
| Final Cycle Share | `1.019` |
| Worst Path Arrival | `0.82 ns` |
| Die area | `0.008054 mm²` |
| Rows | `31` |
| Initial antenna violation count | `0` |
| Global-route usage over all layers | `0.1509` |
| Number of routed nets with antenna violations | `0` |
| Gate power share | `0.915` |
| Final hold violation count | `0` |
| FP Core Util | `0.3151` |
| Hpwl dp | `5.203 mm` |
| Post-synth top area cell | `dlxtn_1` |
| Top cells by area | `dlxtn_1 (14%), mux2i_1 (7.8%), ha_1 (6.5%)` |
| Fillers | `726` |
| Largest net degree at the start of global routing | `19` |
| NetSw | `0.6525 mW` |
| Adder Share, Synth | `0.07367` |
| Pwr dens | `472.1 mW/mm²` |
| Mapped Cells | `302` |
| Max Slew Vio Count | `0` |
| Crit-path max FO | `5` |
| Global route overflow | `0` |
| Max_cap viols | `0` |
| Cell variety after synth | `59` |
| Area Overhead vs Synth | `42.85%` |
| Global-route wire length before repair | `10.16 mm` |
| Clk pwr share | `0` |
| Layout cells sized above 1 | `0.08901` |
| Fmax | `0.9818 GHz` |
| Vias per inst | `4.940` |
| Critical path's slowest cell | `mux2_4` |
| Hold Path Class | `in -> out` |
| Critical Path Max Stage Delay | `0.29 ns` |
| Mean post-synth cell area | `7.648 µm²` |
| Hold path depth | `0` |
| Tool Warnings | `40` |
| Seq pwr share | `0.085` |
| Top comb family, area | `AND-OR/OR-AND gates` |
| Endpoints left unconstrained | `31` |
| Initial drt markers | `118` |
| Die W | `89.75 µm` |
| Synth mux share | `0.1473` |
| Dominant cell area share | `0.1430` |
| Worst endpoint required time | `0.80 ns` |
| Critical-path cell list | `buf_6 -> buf_8 -> mux2_4 -> buf_2` |
| Tightest Pin Transition | `0.8363 ns` |
| Leak | `1.376 nW` |
| Crit. Startpoint | `Controller_sel` |
| Setup violations, final | `8` |
| Post-synth EDFFs | `0` |
| Flops after synth | `22` |
| Total wire length | `6.155 mm` |
| GP Congestion | `0.9072` |
| Ports | `140` |
| Asr flop ratio synth | `0` |
| Cts hold-fix bufs | `0` |
| Type of the worst setup path | `in -> out` |
| Min cycle time layout | `1.019 ns` |
| Switch share | `0.4189` |
| Hold EP | `address_output[0]` |
| Residual DRC | `0` |
| Core outline area | `0.007331 mm²` |
| Die height | `89.75 µm` |
| Routed len/inst | `12.80 µm` |
| Relative slew slack | `0.4399` |
| Ao+oa area frac | `0.2394` |
| Crit. End Element | `output port` |
| Antenna Cells | `0` |
| Worst setup margin | `-0.01856 ns` |
| Register area | `330.3 µm²` |
| Pint | `0.9051 mW` |
| Ys Warns | `83` |
| Yosys cell count | `302` |
| Hold WS | `0.4000 ns` |
| Maximum vdd drop | `0.1854 mV` |
| Buffers on Ports | `105` |
| Synth cell count leaders | `nand2_1 (25), dlxtn_1 (22), nor2_1 (21)` |
[power groups by stage]
stage                 logic (mW)  clock network, mW  registers (mW)
final                       1.43                  0           0.132
after global routing        1.58                  0           0.137
after CTS                   1.43                  0           0.131
[registers in the layout, indices dropped and copies added, names as in the netlist]
| signal | count |
|---|---|
| ALU_Des.ALUresult | 8 |
| ALU_Des.count | 4 |
| ALU_Des.count_n | 4 |
| ALU_Des.count_tri | 4 |
| ALU_Des.negativeFlag | 1 |
| ALU_Des.zeroFlag | 1 |
[per-layer routing]
| metal | global-route usage | vias to the layer above | share of wire | wire length (µm) |
|---|---|---|---|---|
| met5 | 0 | - | 0 | 0 |
| li1 | - | 1242 | - | - |
| met1 | 0.2310 | 1038 | 0.50 | 3100 |
| met2 | 0.2417 | 92 | 0.43 | 2618 |
| met3 | 0.01804 | 4 | 0.068 | 418 |
| met4 | 0.005464 | 0 | 0.0028 | 17 |
[cell families (layout without fill, tap and decap cells)]
logic type	after synthesis	after routing
and+or+nand+nor	94	94
AOI/OAI and AO/OA	82	82
buffers and inverters	41	121
muxes	31	31
latches	22	22
xor gates and xnor gates	18	18
adders and majority gates	13	13
other	1	1
[area by class of cell]
class,instances,area share
timing repair buffer,108,0.3110
multi-input combinational,239,0.5366
tap,99,0.03754
sequential,22,0.1001
inverter,13,0.01479
[metrics by stage]
| step | power (mW) | instance area, µm² | instances | worst slack (ns) | setup TNS [ns] |
|---|---|---|---|---|---|
| floorplan | 0.9684 | 2311 | 302 | 0.1086 | 0 |
| global placement | 1.571 | 3317 | 481 | -0.7521 | -5.897 |
| detailed placement | 1.579 | 3317 | 481 | -0.7621 | -5.938 |
| CTS | 1.565 | 3296 | 481 | -0.02426 | -0.1192 |
| global route | 1.715 | 3299 | 481 | -0.04128 | -0.2381 |
| finish | 1.558 | 3299 | 481 | -0.01856 | -0.08777 |
[cell usage in the layout, fill, tap and decap left out, drive strengths merged, types with 2 or more instances in the layout]
cell,Yosys,layout
a21o,2,2
a211oi,2,2
a21oi,18,18
nand2b,9,9
o211ai,3,3
mux2i,20,20
inv,13,13
o22ai,5,5
a31oi,8,8
nor2,21,21
and3b,2,2
o21a,6,6
nor4,3,3
xnor2,11,11
nand4bb,3,3
xor2,7,7
buf,24,12
nand2,25,25
o21ai,18,18
o21bai,3,3
nor2b,13,13
dlxtn,22,22
clkdlybuf4s50,0,80
nand3,2,2
nand3b,3,3
a311oi,2,2
a41o,2,2
ha,12,12
nor3,8,8
a221oi,4,4
mux2,11,11
dlygate4sd2,0,16
[worst max-delay path, delay by kind of cell]
family	cells	cell delay, ns
muxes	1	0.29
buffers and inverters	3	0.33
[how the worst max path moves through the flow]
stage                endpoint  slack [ns]  cells past startpoint
finish        mux21_output[1]       -0.02                      4
global route  mux21_output[5]       -0.04                      4
CTS           mux21_output[1]       -0.02                      4
[timing repair]
item                                   4_1_cts  5_1_grt
endpoints found under the hold margin        0        0
resized                                     55        1
setup endpoints to repair                    8        8
setup buffers                                0        0
No activity file was given, so power comes from the tool's default toggle rates.
