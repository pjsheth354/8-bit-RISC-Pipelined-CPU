### flow/config.mk
export PLATFORM = sky130hd
export DESIGN_NAME = DE_EXE_reg
export DESIGN_NICKNAME = DE_EXE_reg
export VERILOG_FILES = /design/flow/design.v
export SDC_FILE = /design/flow/constraint.sdc
export NUM_CORES = 4
export LEC_CHECK = 1
export CORE_AREA = 10 10 90 90
export DIE_AREA = 0 0 100 100
### flow/constraint.sdc
current_design DE_EXE_reg

set clk_period 1.0
set clk_io_pct 0.2

create_clock -name clk0 -period $clk_period [get_ports {clk}]

set non_clock_inputs [all_inputs -no_clocks]
set_input_delay [expr $clk_period * $clk_io_pct] -clock clk0 $non_clock_inputs
set_output_delay [expr $clk_period * $clk_io_pct] -clock clk0 [all_outputs]
### flow/design.v
module DE_EXE_reg( 
    input clk,
    input [7:0] reg_in1,
	 input [7:0] reg_in2,
	 input [7:0] reg_in_add,
	 input [7:0] FU_in1,
	 input [7:0] FU_in2,
	 input wire [3:0] pipe_stg_input,
	 input wire [1:0] register_read_Ra,
  	 input wire [1:0] register_read_Rb,
	 input wire [7:0] Z_N_flag_status,
	 input wire [7:0] shift_address,
	 output reg [7:0] reg_out1,
	 output reg [7:0] reg_out2,
	 output reg [7:0] reg_out_add,
	 output reg [7:0] reg_out_FU1,
	 output reg [7:0] reg_out_FU2,
	 output wire [3:0] pipe_stg_output,
	 output reg [7:0] shift_address_output,
	 output reg [1:0] register_read_Ra_output,
  	 output reg [1:0] register_read_Rb_output,
	 output wire [7:0] Z_N_flag_status_output);
	 assign Z_N_flag_status_output [7:0] = Z_N_flag_status;
	 assign pipe_stg_output [3:0] = pipe_stg_input[3:0];
always @ (posedge clk)
begin
reg_out1 [7:0] = reg_in1 [7:0];
reg_out2 [7:0] = reg_in2 [7:0];
reg_out_add [7:0] = reg_in_add [7:0];
reg_out_FU1 [7:0] = FU_in1 [7:0];
reg_out_FU2 [7:0] = FU_in2 [7:0];
register_read_Ra_output [1:0] = register_read_Ra [1:0];
register_read_Rb_output [1:0] = register_read_Rb [1:0];
shift_address_output [7:0] = shift_address [7:0]; 
end
endmodule
### flow/run.sh
#!/bin/bash
# OpenROAD 26Q1-2900-gdf79404cd8, Yosys 0.63+post, stock flow scripts
make -C /OpenROAD-flow-scripts/flow DESIGN_CONFIG=/design/flow/config.mk WORK_HOME=/design/flow/orfs finish
==> flow_summary.json <==
{
  "status": "finished, final reports clean",
  "rsz0062_at_grt": "no",
  "drv_slew": 0,
  "post_cts_buffers": 0,
  "synth_seq_share": 0.920,
  "dpl-instance-area_sq_um": 2180,
  "viasPerCell": 3.14,
  "yosys_cells": 64,
  "grt_max_degree": 15,
  "crit_buf_inv": 1,
  "grt-ovfl-total": 0,
  "firstDrtPassIters": 4,
  "syn_area_sq_um": 1130,
  "cts-root-buf": "clkbuf_8",
  "gp_congestion": 0.665,
  "fp_util": 0.180,
  "worstPathCellList": "buf_2",
  "clock_path_buffers": 2,
  "final_cell_mix": "clkdlybuf4s50_1, dfxtp_1, buf_2",
  "slowest_stage": "dfxtp_2",
  "syn_to_final_growth_pct": 78.0,
  "ys_types": 2,
  "p_leak_uw": 0.000897,
  "die-area_sq_um": 10000,
  "met2_length_um": 1620,
  "antenna_left": 0,
  "crit_fanout": 1,
  "period_needed_ps": 908,
  "clock-sinks": 52,
  "path_clk_slew_ps": 80,
  "cts_tree": "done",
  "finalHoldViolCount": 0,
  "warnings": 28,
  "peakVddDrop_v": 0.000697,
  "grt_pass1_wl_um": 4790,
  "htreeDepth": 2,
  "n_antenna_cell": 0,
  "maxCapViolations": 0,
  "wirelength_um": 3400,
  "drtIter0Drc": 13,
  "core-area_sq_um": 6280,
  "first_global_vias": 789,
  "ys_chip_area_sq_um": 1130,
  "die_y_um": 100,
  "logic_area_sq_um": 0,
  "fin_setup_tns_ps": 0,
  "cts_made_buffers": 5,
  "max_slew_margin": 0.944,
  "max_stage_delay_ps": 320,
  "ys_ff": 52,
  "yosys_warnings": 1,
  "fp-row-count": 29,
  "syn_area_per_cell_sq_um": 17.7,
  "finalSetupViolCount": 0,
  "drive_above_1_share": 0.378,
  "antenna_found_initial": 0,
  "fmax_mhz": 1100,
  "cp-start-kind": "flop",
  "postLayoutCellArea_sq_um": 2010,
  "timing.final.crit_share": 0.908,
  "pin_count": 129,
  "grtUsageTotal": 0.0625,
  "hold_path.class": "input port to flop",
  "critical_path_class": "flop to output pin",
  "final_layout_top_logic_cell": "clkdlybuf4s50_1",
  "power-per-cell-area_nw_per_um2": 1820,
  "fin_util": 0.321,
  "post_drt_wl_per_cell_um": 14.1,
  "io_buffers": 104,
  "end_kind": "output pin",
  "required_ps": 800,
  "highest_layer": "met4",
  "synthCells": 64,
  "drt-met1-wl_um": 1180,
  "vias": 757,
  "worst_slew_pin_slew_ps": 83.8,
  "crit_arrival_ps": 710,
  "critPathTopFamily": "flip-flops",
  "drcViolationCount": 0,
  "wl_met3_um": 554,
  "hpwlAfterDp_um": 2890,
  "multiInputCombCellCount": 0,
  "die-width_um": 100
}
-- sequential cells by signal, indices dropped and copies added (netlist names) --
name,flops
register_read_Rb_output,2
reg_out_add,8
shift_address_output,8
register_read_Ra_output,2
reg_out1,8
reg_out_FU2,8
reg_out_FU1,8
reg_out2,8
-- per-layer routing --
layer,vias up,global-route usage
li1,377,-
met4,0,0.0130
met5,-,0
met3,10,0.0465
met1,313,0.0627
met2,57,0.103
-- area by class of cell --
| type | count | area, sq um |
|---|---|---|
| fillers | 633 | 4260 |
| well taps | 77 | 96.3 |
| repair buffers | 104 | 781 |
| flip-flops and latches | 52 | 1050 |
| clock buffers | 8 | 90.1 |
-- metrics by stage --
step                total power (uW)  std cells  hold WS, ps  worst slack (ps)
CTS                             3770        241          321            0.0129
finish                          3660        241          338              92.1
detailed placement              2650        233          400              18.3
global route                    3840        241          317              32.0
floorplan                       2250         64          228               502
global placement                2650        233          400              19.3
-- power by group --
part / internal (uW) / switching [uW]
Clock: 565 / 602
Combinational: 241 / 43.4
Sequential: 2180 / 22.6
Total: 2990 / 668
-- kinds of logic (layout without fill, tap and decap cells) --
group / count (synthesis) / in the layout / synth area share
DFF: 52 / 52 / 0.920
buffers and inverters: 12 / 112 / 0.0796
-- synthesized netlist by cell type, drive strengths merged --
library cell   n  area [sq um]
dfxtp         52          1040
buf           12          90.1
-- timing repair --
action,CTS,global route
gates resized,139,24
pin swaps,0,0
setup endpoints to repair,52,22
hold buffers,0,0
-- final timing paths --
path,from,endpoint,slack [ps],cells past startpoint
max,reg_out_FU1[5]$_DFF_P_,reg_out_FU1[5],90,1
min,reg_in1[5],reg_out1[5]$_DFF_P_,340,1
Power and IR drop assume default switching activity.
